<file path="flow/run.sh">
#!/bin/bash
# OpenROAD 26Q1-2900-gdf79404cd8, Yosys 0.63+post, stock flow scripts
make -C /OpenROAD-flow-scripts/flow DESIGN_CONFIG=/design/flow/config.mk WORK_HOME=/design/flow/orfs finish
</file>
<file path="flow/config.mk">
export PLATFORM = sky130hd
export DESIGN_NAME = Gateway
export DESIGN_NICKNAME = Gateway
export VERILOG_FILES = /design/flow/design.v
export SDC_FILE = /design/flow/constraint.sdc
export NUM_CORES = 4
export LEC_CHECK = 1
export CORE_AREA = 10 10 102 102
export DIE_AREA = 0 0 112 112
</file>
<file path="flow/constraint.sdc">
current_design Gateway

set clk_period 3.5
set clk_io_pct 0.2

create_clock -name clk0 -period $clk_period [get_ports {Clock}]

set non_clock_inputs [all_inputs -no_clocks]
set_input_delay [expr $clk_period * $clk_io_pct] -clock clk0 $non_clock_inputs
set_output_delay [expr $clk_period * $clk_io_pct] -clock clk0 [all_outputs]
</file>
<file path="flow/design.v">
module Gateway(
			Clock,
			Reset, 
			DataIn,
			DataInValid,
			DataInReady,
			DataOut,
			DataOutValid,
			DataOutReady,
			ProcessorDataIn,
			ProcessorDataOut, 
			ProcessorAddress, 
			ProcessorMemRead, 
			ProcessorMemWrite
	);
	parameter		CWidth = 						8, 				 
					WWidth = 						32, 			 
					AWidth =						WWidth;
	localparam		ADDRESS_ControlIn = 			32'hffff_0000,	 
					ADDRESS_DataIn =				32'hffff_0004,	 
					ADDRESS_ControlOut =			32'hffff_0008,	 
					ADDRESS_DataOut = 				32'hffff_000C;	 
	input wire 										Clock, Reset;
	input			[CWidth-1:0]					DataIn;
	input											DataInValid;
	output											DataInReady;
	output			[CWidth-1:0]					DataOut;
	output											DataOutValid;
	input											DataOutReady;
	output wire		[WWidth-1:0]					ProcessorDataIn; 
	input wire		[WWidth-1:0]					ProcessorDataOut, ProcessorAddress;
	input wire										ProcessorMemRead, ProcessorMemWrite;
	wire			[CWidth-1:0]					DataInReg;
	wire											ControlInReady, PollingControlIn, PollingControlOut, WritingData;
	assign			DataInReady =					~ControlInReady;
	assign			ProcessorDataIn =				(PollingControlIn) ? {{WWidth-1{1'b0}}, ControlInReady} : (PollingControlOut) ? {{WWidth-1{1'b0}}, DataOutValid} : {{WWidth-CWidth-1{1'b0}}, DataInReg};
	assign			UARTDataInTransfer = 			DataInReady & DataInValid;
	assign			UARTDataOutTransfer = 			DataOutReady & DataOutValid;
	assign			PollingControlIn =				ProcessorAddress == ADDRESS_ControlIn;
	assign			PollingControlOut = 			ProcessorAddress == ADDRESS_ControlOut;
	assign			ReadingData = 					ProcessorMemRead & ProcessorAddress == ADDRESS_DataIn;
	assign			WritingData = 					ProcessorMemWrite & ProcessorAddress == ADDRESS_DataOut;	
	Register 		#(			.Width(				1))
					cIn (.Clock(Clock), .Reset(Reset | ReadingData), .Set(UARTDataInTransfer), .Enable(1'b0), .In(1'bx), .Out(ControlInReady)),
					cOut (.Clock(Clock), .Reset(Reset | UARTDataOutTransfer), .Set(WritingData), .Enable(1'b0), .In(1'bx), .Out(DataOutValid));
	Register		#(			.Width(				CWidth))
					dIn (.Clock(Clock), .Reset(Reset), .Set(1'b0), .Enable(UARTDataInTransfer), .In(DataIn), .Out(DataInReg)),
					dOut (.Clock(Clock), .Reset(Reset), .Set(1'b0), .Enable(WritingData), .In(ProcessorDataOut[7:0]), .Out(DataOut));	
endmodule
module	Register(Clock, Reset, Set, Enable, In, Out);
	parameter				Width = 				32,
							Initial =				{Width{1'bx}},
							AsyncReset =			0,
							AsyncSet =				0,
							ResetValue =			{Width{1'b0}},
							SetValue =				{Width{1'b1}};
	input					Clock, Enable, Reset, Set;
	input	[Width-1:0]		In;
	output reg [Width-1:0]	Out =					Initial;
	generate if (AsyncReset) begin:AR
		if (AsyncSet) begin:AS
			always @ (posedge Clock or posedge Reset or posedge Set) begin
				if (Reset) Out <=					ResetValue;
				else if (Set) Out <=				SetValue;
				else if (Enable) Out <=				In;
			end
		end else begin:SS
			always @ (posedge Clock or posedge Reset) begin
				if (Reset) Out <=					ResetValue;
				else if (Set) Out <=				SetValue;
				else if (Enable) Out <=				In;
			end
		end
	end else begin:SR
		if (AsyncSet) begin:AS
			always @ (posedge Clock or posedge Set) begin
				if (Reset) Out <=					ResetValue;
				else if (Set) Out <=				SetValue;
				else if (Enable) Out <=				In;
			end
		end else begin:SS
			always @ (posedge Clock) begin
				if (Reset) Out <=					ResetValue;
				else if (Set) Out <=				SetValue;
				else if (Enable) Out <=				In;
			end
		end
	end endgenerate
endmodule
</file>
==> results.toml <==
# yosys + openroad results
[run_status]
outcome = "completed"

[drt]
wl_per_cell_um = 11.8
vias = 992
drc_errors = 0
dr.pass1.iters = 2
drt-initial-drc-count = 6
highest_layer = "met4"
wl_met2_mm = 1.69
vias_per_cell = 3.33
antennaDiodeCount = 0
met3_length_um = 334
drtAntennaViolNets = 0
wirelength_mm = 3.52
met1Wirelength_mm = 1.45

[job]
maxCapViolations = 0
log.warning_count = 49

[global_route]
grt_use_total = 0.0510
grt_pass1_wl_mm = 5.38
antenna_found_initial = 0
grt_pass1_vias = 1113
grt_max_degree = 16
grt.overflow.total = 0

[synthesis]
ys_area_mm2 = 0.00107
synthCells = 120
yosysCellCount = 120
ys_seq_frac = 0.338
synth_flops = 18
synthesis.area_mm2 = 0.00107
synth.distinct_cells = 22
avgSynthCellArea_um2 = 8.89
area_leaders = "dfxtp_1 34%, buf_4 18%, mux2i_1 15%"
top_area_cell = "dfxtp_1"
top_area_frac = 0.338
synth_warnings = 5

[sta]
setup_ws_ns = 0.194
rsz0062_at_grt = "no"
slew_headroom = 0.610
setup_viol = 0
worst_slew_pin_slew_ns = 0.586
finClkSkew_ns = 0.00138
drv_slew = 0
period_minus_slack_ns = 3.31
hold_viol_final = 0
finalClockPeriodUsage = 0.945
fmax_mhz = 302
totalNegativeSetupSlack_ns = 0

[floorplan]
num_rows = 33
die_x_um = 112
ios = 120
fp.dieH_um = 112
chip_area_mm2 = 0.0125
core-area_mm2 = 0.00822
fp_util = 0.130

[placed_design]
dp_worst_setup_slack_ns = -0.0742
numPortBuffers = 71
place_congestion = 0.741
hpwl_mm = 3.16

[power]
power_frac_comb = 0.213
p_int_w = 0.000388
p_seq_frac = 0.440
p_switching_w = 0.0000987
worst_ir_drop_vdd_uv = 110
p_leak_nw = 0.795
p_clk_frac = 0.347
switching_share = 0.203
powerDensity_mw_per_mm2 = 258

[clocking]
cts_htree_levels = 1
clock_sinks = 18
clockBufferDepth = 2
cts_tree = "done"
numCtsBuffers = 3
clkTransAtPathRegs_ns = 0.07
cts.root.buffer_cell = "clkbuf_8"
postCtsSetupRepairBufs = 0
clk_latency_ns = 0.25
postCtsHoldBufs = 0

[critical_path]
r2r_end = "dIn.Out[4]"
path_max_fanout = 7
end_kind = "primary output"
critPathLaunchType = "input pin"
ff2ff_path_depth = 4
r2r-start = "cIn.Out"
crit_arrival_ns = 2.61
critPathKind = "in -> out"
required_ns = 2.80
ff2ff_setup_slack_ns = 2.49

[cells_and_area]
syn_to_final_growth_pct = 76.4
fillers = 903
drive_gt1_frac = 0.0622

[hold_path]
whs_endpoint = "dOut.Out[6]"
holdPathStages = 2
hold_path_class = "reg -> reg"
min-delay-start = "dOut.Out[6]"
[power by group through the flow]
stage	Clock [W]	Sequential (W)	Combinational, W
finish	0.000169	0.000214	0.000104
global route	0.000188	0.000215	0.000114
CTS	0.000181	0.000214	0.000107
[worst max-delay path: stages]
cell,delay (ns)
clkdlybuf4s50_1,0.41
nor4_2,0.29
buf_4,0.15
nand4_1,0.15
nor3_2,0.24
buf_4,0.21
nor2b_1,0.06
clkdlybuf4s50_1,0.40
[logic make-up (layout without fill, tap and decap cells)]
family                 after synthesis  after routing  synth area share
AND/OR/NAND/NOR                     52             52             0.288
buffers and inverters               30             80             0.193
multiplexers                        17             17             0.161
flip-flops                          18             18             0.338
AND-OR/OR-AND                        2              2            0.0164
other                                1             24           0.00351
[stage by stage]
step            util  hold WS [ns]  cell area (um^2)  instances  total power [W]
2_1_floorplan      -         0.438              1150        143         0.000263
3_3_place_gp   0.222         0.462              1820        294         0.000325
3_5_place_dp   0.222         0.464              1820        294         0.000326
4_1_cts        0.229         0.480              1880        298         0.000501
5_1_grt        0.229         0.499              1880        298         0.000517
6_report       0.229         0.474              1880        298         0.000487
[Yosys cell counts (all sizes together)]
cell and instances:
nor4bb 1, conb 1, buf 25, dfxtp 18
nor4 3, nor3 2, inv 1, nor2 11
nand3 1, nand2 3, nor2b 8, and4b 2
o31ai 1, or3 1, clkbuf 4, mux2 1
o21ai 1, mux2i 16, and4 2, nand2b 16
nand4 2
[per-layer routing]
| metal | up-vias | GRT usage |
|---|---|---|
| met5 | - | 0 |
| met4 | 0 | 0.00846 |
| met3 | 2 | 0.0195 |
| met2 | 57 | 0.0866 |
| met1 | 436 | 0.0606 |
| li1 | 497 | - |
[worst max-delay path by stage]
stage,slack (ns),cells past startpoint,to,from
4_1_cts,0.005,8,ProcessorDataIn[3],ProcessorAddress[11]
5_1_grt,0.02,8,ProcessorDataIn[6],ProcessorAddress[11]
6_report,0.19,8,ProcessorDataIn[3],ProcessorAddress[11]
[registers in the layout (all words and copies together), names as in the netlist]
| name | flops |
|---|---|
| cIn.Out | 1 |
| dOut.Out | 8 |
| cOut.Out | 1 |
| dIn.Out | 8 |
[placed cells by master, fill, tap and decap left out, types with 2 or more instances in the layout]
master / count
clkbuf_8: 4
clkdlybuf4s50_1: 67
nor2_1: 11
nand4_1: 2
dfxtp_1: 18
and4_1: 2
nand2_1: 3
nor4_1: 2
nand2b_1: 16
mux2i_1: 16
dlygate4sd2_1: 4
and4b_1: 2
conb_1: 24
buf_4: 4
nor2b_1: 8
[what timing repair did]
action	CTS	global route
endpoints found under the setup margin	1	5
resized	6	0
cloned	0	0
pin swaps	2	1
[cell type report]
cell class                 count  area [um^2]  share of cell area
tap                          105          131              0.0698
multi-input combinational     95          597               0.317
clock buffer                   4         55.1              0.0292
inverter                       1         3.75             0.00199
timing repair buffer          75          736               0.391
sequential                    18          360               0.191
Power figures rest on the tool's default switching activity, not on a simulated workload.
