===== flow/design.v =====
module	Counter(Clock, Reset, Set, Load, Enable, In, Count);
	parameter				Width = 				32,
							Limited =				0,
							Down =					0,
							Initial =				{Width{1'bx}},
							AsyncReset =			0,
							AsyncSet =				0;
	input					Clock, Reset, Set, Load, Enable;
	input	[Width-1:0]		In;
	output	[Width-1:0]		Count;
	wire					NoLimit;
	wire					RegEnable;
	wire	[Width-1:0]		RegIn;
	assign	NoLimit =								!Limited;
	assign	RegEnable =								Load | (Enable & (NoLimit | (Down ? |Count : ~&Count)));
	assign	RegIn =									Load ? In : (Down ? (Count - 1) : (Count + 1));
	Register		#(			.Width(				Width),
								.Initial(			Initial),
								.AsyncReset(		AsyncReset),
								.AsyncSet(			AsyncSet))
					Register(	.Clock(				Clock),
								.Reset(				Reset),
								.Set(				Set),
								.Enable(			RegEnable),
								.In(				RegIn),
								.Out(				Count));
endmodule
module	Register(Clock, Reset, Set, Enable, In, Out);
	parameter				Width = 				32,
							Initial =				{Width{1'bx}},
							AsyncReset =			0,
							AsyncSet =				0,
							ResetValue =			{Width{1'b0}},
							SetValue =				{Width{1'b1}};
	input					Clock, Enable, Reset, Set;
	input	[Width-1:0]		In;
	output reg [Width-1:0]	Out =					Initial;
	generate if (AsyncReset) begin:AR
		if (AsyncSet) begin:AS
			always @ (posedge Clock or posedge Reset or posedge Set) begin
				if (Reset) Out <=					ResetValue;
				else if (Set) Out <=				SetValue;
				else if (Enable) Out <=				In;
			end
		end else begin:SS
			always @ (posedge Clock or posedge Reset) begin
				if (Reset) Out <=					ResetValue;
				else if (Set) Out <=				SetValue;
				else if (Enable) Out <=				In;
			end
		end
	end else begin:SR
		if (AsyncSet) begin:AS
			always @ (posedge Clock or posedge Set) begin
				if (Reset) Out <=					ResetValue;
				else if (Set) Out <=				SetValue;
				else if (Enable) Out <=				In;
			end
		end else begin:SS
			always @ (posedge Clock) begin
				if (Reset) Out <=					ResetValue;
				else if (Set) Out <=				SetValue;
				else if (Enable) Out <=				In;
			end
		end
	end endgenerate
endmodule

===== flow/run.sh =====
#!/bin/bash
# OpenROAD 26Q1-2900-gdf79404cd8, Yosys 0.63+post, stock flow scripts
make -C /OpenROAD-flow-scripts/flow DESIGN_CONFIG=/design/flow/config.mk WORK_HOME=/design/flow/orfs finish

===== flow/config.mk =====
export PLATFORM = sky130hd
export DESIGN_NAME = Counter
export DESIGN_NICKNAME = Counter
export VERILOG_FILES = /design/flow/design.v
export SDC_FILE = /design/flow/constraint.sdc
export NUM_CORES = 4
export LEC_CHECK = 1
export CORE_UTILIZATION = 30

===== flow/constraint.sdc =====
current_design Counter

set clk_period 5.6
set clk_io_pct 0.2

create_clock -name clk0 -period $clk_period [get_ports {Clock}]

set non_clock_inputs [all_inputs -no_clocks]
set_input_delay [expr $clk_period * $clk_io_pct] -clock clk0 $non_clock_inputs
set_output_delay [expr $clk_period * $clk_io_pct] -clock clk0 [all_outputs]

==> notes.md <==
Status of the implementation.

- The run finished with clean final reports.
- The number of warnings in the stage logs is 25, for reference.
- The registers reported with the highest flop counts are Register.Out (32).
- Routed signal wires occupy layers up through met4.
- The script logs the ratio of routed vias to standard cells as 5.333.
- The register with the most flip-flops in the layout has 32 of them.
- Per the hold report, the tightest min-delay path originates at Register.Out[29].
- The total global-route track usage is 17.90%, for reference.
- The synthesized design devotes to its leading area cell type 32.24% of total area.
- Sorting the Yosys area breakdown by cell type puts at the top dfxtp_1.
- In the synthesized netlist, the cells that appear most often are dfxtp_1 (32), nor2_1 (26), a211oi_1 (17).
- The skew report gives the latency at the later pin of the worst-skew pair as 0.28 ns.
- In the per-layer summary, the met1 wirelength comes to 3.063 mm.
- Clock tree synthesis inserted a total of 5 buffers.
- Across all checked pins, the minimum headroom to the slew limit is 59.63%.
- The die span in y is 83.38 µm, for reference.
- Cell internal power was estimated by the tool at 0.4101 mW.
- The clock arrives with 0.005442 ns of skew.
- The sink count of the clock tree is 32, for reference.
- The gate-level netlist out of Yosys references 42 unique cell types.
- The tree is rooted in a clkbuf_8.
- The number of antenna violations at the first check in global routing is 0, for reference.
- The part of the power in registers is 48.8%, for reference.
- The number of cell instances on the worst register-to-register path is 6, for reference.
- The combinational cell fraction of total power is 21.5%, for reference.
- The cell area that synthesis handed to floorplanning was 0.001987 mm².
- The number of global-route vias before repair is 1938, for reference.
- The setup total negative slack is 0 ns, for reference.
- The overall die size recorded for this design is 0.006952 mm².
- The register bit total from synthesis is 32, for reference.
- Max-slew check failures listed in the final report amount to 0.
- The maximum clock path buffer count is 2, for reference.
- The transition time at the pin with the least slew margin is 0.6041 ns, for reference.
- Per the summary, power density relative to cell area is 199.9 mW/mm².
- The sequential element share of the synthesized area is 32.24%, for reference.
- The placement row count is 29, for reference.
- Of the cells placed in the final design, the portion with a size suffix greater than 1 is 7.492%.
- Per the repair_timing log after CTS, setup buffers inserted total 0.
- The number of buffers added to fix hold violations after cts is 0, for reference.
- The clock share of power is 29.6%, for reference.
- The global-route wire length before repair is 9.825 mm, for reference.
- The final-report hold violation count is 0, for reference.
- The slowest library cell on the worst path is clkdlybuf4s50_1, for reference.
- The setup slack of the worst register-to-register path is 3.53 ns, for reference.
- Together, buffers and inverters on the worst path number 3.
- The number of gates resized after cts is 0, for reference.
- The STA report counts the stages on the worst setup path as 7.
- The clock-pin slew reported for the worst setup and hold paths after clock tree synthesis is 0.06 ns, for reference.
- Setup repair after global routing left no endpoint under its margin.
- Per the detail_route report, routed wire per instance is 15.65 µm.
- Per the synth stats, the proportion of register bits with asynchronous set or reset is 0%.
- The post-layout total power is 0.5646 mW, for reference.
- The number of remaining DRC errors is 0, for reference.
- Among all cell types in the netlist, the one instantiated most often is dfxtp_1.
- 0 antenna diodes ended up in the layout.
- In this run, synthesis inferred 0 flip-flops with an integrated enable.
- Compared with the post-synthesis result, the final layout area differs by 42.13%.
- The final period utilization is 50.23%, for reference.
- Per the CTS log, the maximum H-tree level is 2.
- In this run the critical register-to-register path is captured at Register.Out[18].
- The synthesized chip area reported by yosys is 0.001987 mm², for reference.
- Among all flip-flop cells after synthesis, the most frequent one is dfxtp_1.
- For this run, the top clock speed supported by timing is 0.3555 GHz.
- In this run the worst path has a maximum fanout of 19.
- The cell count listed in synth_stat.txt is 240, for reference.
- The worst min-delay path endpoint is Register.Out[29], for reference.
- The number of max-capacitance violations reported is 0, for reference.
- The switching component of the power is 0.1545 mW, for reference.
- STA puts the critical path data arrival time at 3.02 ns.
- After detailed routing, the met2 layer carries 2.578 mm of wire.
- The startpoint type of the worst setup path is an input port, for reference.
- Walking the worst path, the cells encountered are clkdlybuf4s50_1 -> buf_4 -> inv_2 -> nor4_4 -> nand3_1 -> or3_1 -> a31oi_1.
- The count of nets left with antenna violations once routing finished came out at 0.
- The data required time at the worst endpoint is 5.81 ns, for reference.
- The critical path class is in2reg, for reference.
- The synthesized area divided by synthesized cell count is 8.279 µm², for reference.
- The sum of overflow across all layers after global routing is 0, for reference.
- Per STA, the highest per-stage delay on the worst path measures 0.46 ns.
- The kind of cell with the highest combined delay along the critical path is simple AND/OR/NAND/NOR gates.
- The critical path endpoint category is a flop, for reference.
- For this design the static power due to leakage is 0.9729 nW.
- The maximum number of pins on one net before global-route repair is 34, for reference.
- The iteration count recorded for the first detailed-route pass is 6.
- The launch point of the worst register-to-register path is recorded as Register.Out[0].
- The final core utilization is 44.22%, for reference.
- According to the floorplan report, the die width is 83.38 µm.
- The number of port buffers is 68, for reference.
- The starting DRC count in detailed routing is 85, for reference.
- The time the final worst path needs with I/O delays and setup is 2.813 ns, for reference.
- Detailed routing placed a total of 293 µm of wire on met3.
- The depth of the worst hold-timing path is 2, for reference.
- The top-level I/O count is 69, for reference.
- The final-report setup violation count is 0, for reference.
- The final layout contains routed wiring with a total length of 6.011 mm.
- After floorplanning, the core was sized to cover 0.006386 mm².
- Before placement the cells fill 31.11% of the core.
- The final RePlAce weighted congestion is 0.9060, for reference.
- The CTS tree is done, for reference.
- The main area contributors are dfxtp_1 (32%), xor2_1 (6.6%), a211oi_1 (6.4%).
- The register name with the most flops is Register.Out, for reference.
- IR analysis of the VDD net gives a maximum drop of 0.1136 mV.
- The HPWL reported at the end of detailed placement is 4.284 mm, for reference.
- Synthesis produced 240 cells.
- The path class of the tightest hold or removal check is reg2reg.
- The total number of yosys warnings is 1, for reference.
- In this run switching power makes up 27.37% of total power.
- For this block, the via count after detailed routing is 2048.
## worst max path at each step
stage / start / end / slack (ns)
5_1_grt: Enable / Register.Out[29] / 2.67
6_report: Enable / Register.Out[29] / 2.79
4_1_cts: Enable / Register.Out[29] / 2.82
## per-stage QoR
stage / cells / setup slack, ns / hold slack (ns) / cell area [µm²]
global placement: 377 / 2.588 / 0.5462 / 2746
CTS: 384 / 2.822 / 0.5515 / 2824
floorplan: 240 / 3.234 / 0.4836 / 1987
detailed placement: 377 / 2.531 / 0.5413 / 2746
finish: 384 / 2.787 / 0.5578 / 2824
global route: 384 / 2.671 / 0.5775 / 2824
## power groups by stage
stage | clock [mW] | sequential (mW) | combinational, mW
6_report | 0.167 | 0.276 | 0.122
5_1_grt | 0.181 | 0.279 | 0.134
4_1_cts | 0.169 | 0.275 | 0.123
## kinds of logic after synthesis
logic type | count (synthesis) | share of synthesized area, %
flip-flops | 32 | 32.24
adder cells (fa/ha/maj) | 1 | 0.6296
buffers and inverters | 20 | 4.093
AND-OR/OR-AND | 52 | 17.88
multiplexers | 6 | 3.086
XOR/XNOR | 24 | 10.58
AND/OR/NAND/NOR | 105 | 31.49
## layer usage
layer	vias up	global-route usage, %
li1	1034	-
met1	948	28.36
met2	59	26.38
met3	7	3.229
met4	0	2.821
met5	-	0
## worst register-to-register path, delay by kind of cell (launching register included)
| kind | cells | cell delay (ns) |
|---|---|---|
| compound gates | 1 | 0.25 |
| flops | 1 | 0.44 |
| simple gates | 3 | 0.88 |
| xor+xnor | 1 | 0.16 |
| fa+ha+maj | 1 | 0.26 |
## layout make-up
class	count	area (µm²)
Tap cell	77	96.34
Timing Repair Buffer	73	718.2
Fill cell	628	3562
Inverter	7	26.28
Sequential cell	32	640.6
Clock inverter	1	5.005
Clock buffer	6	72.57
Multi-Input combinational cell	188	1265
## placed cells by master, fill, tap and decap left out, drive strengths merged, types with 7 or more instances in the layout
master | Yosys | routed
clkdlybuf4s50 | 0 | 68
dfxtp | 32 | 32
nor2 | 26 | 26
a211oi | 17 | 17
xor2 | 15 | 15
nand2 | 14 | 14
nand3 | 13 | 13
a21oi | 12 | 12
nand4 | 11 | 11
xnor2 | 9 | 9
nor4 | 9 | 9
inv | 7 | 7
Power figures rest on the tool's default switching activity, not on a simulated workload.
