**flow/config.mk**
```make
export PLATFORM = sky130hd
export DESIGN_NAME = ShiftRegister
export DESIGN_NICKNAME = ShiftRegister
export VERILOG_FILES = /design/flow/design.v
export SDC_FILE = /design/flow/constraint.sdc
export NUM_CORES = 4
export LEC_CHECK = 1
export CORE_UTILIZATION = 30
```
**flow/constraint.sdc**
```tcl
current_design ShiftRegister

set clk_period 1.3
set clk_io_pct 0.2

create_clock -name clk0 -period $clk_period [get_ports {Clock}]

set non_clock_inputs [all_inputs -no_clocks]
set_input_delay [expr $clk_period * $clk_io_pct] -clock clk0 $non_clock_inputs
set_output_delay [expr $clk_period * $clk_io_pct] -clock clk0 [all_outputs]
```
**flow/design.v**
```verilog
module	HardRegister(Clock, Reset, Set, Enable, In, Out)  ;
	parameter				Width = 				32,
							Initial =				{Width{1'bx}},
							AsyncReset =			0,
							AsyncSet =				0,
							ResetValue =			{Width{1'b0}},
							SetValue =				{Width{1'b1}};
	input					Clock, Enable, Reset, Set;
	input	[Width-1:0]		In;
	output reg [Width-1:0]	Out =					Initial  ;
	generate if (AsyncReset) begin:AR
		if (AsyncSet) begin:AS
			always @ (posedge Clock or posedge Reset or posedge Set) begin
				if (Reset) Out <=					ResetValue;
				else if (Set) Out <=				SetValue;
				else if (Enable) Out <=				In;
			end
		end else begin:SS
			always @ (posedge Clock or posedge Reset) begin
				if (Reset) Out <=					ResetValue;
				else if (Set) Out <=				SetValue;
				else if (Enable) Out <=				In;
			end
		end
	end else begin:SR
		if (AsyncSet) begin:AS
			always @ (posedge Clock or posedge Set) begin
				if (Reset) Out <=					ResetValue;
				else if (Set) Out <=				SetValue;
				else if (Enable) Out <=				In;
			end
		end else begin:SS
			always @ (posedge Clock) begin
				if (Reset) Out <=					ResetValue;
				else if (Set) Out <=				SetValue;
				else if (Enable) Out <=				In;
			end
		end
	end endgenerate
endmodule
module	ShiftRegister(Clock, Reset, Load, Enable, PIn, SIn, POut, SOut);
	parameter				PWidth =				32,		 
							SWidth =				1,		 
							Reverse =				0,
							Initial =				{PWidth{1'bx}},
							AsyncReset =			0;
	input					Clock, Reset, Load, Enable;
	input	[PWidth-1:0]	PIn;
	input	[SWidth-1:0]	SIn;
	output 	[PWidth-1:0]	POut;
	output	[SWidth-1:0]	SOut;
	assign	SOut =									Reverse ? POut[SWidth-1:0] : POut[PWidth-1:PWidth-SWidth];
	generate if (PWidth == SWidth) begin:REG
		HardRegister #(			.Width(				PWidth),
								.Initial(			Initial),
								.AsyncReset(		AsyncReset))
					Register(	.Clock(				Clock),
								.Reset(				Reset),
								.Set(				1'b0),
								.Enable(			Load | Enable),
								.In(				Load ? PIn : SIn),
								.Out(				POut));
	end else begin:SHIFT
		HardRegister #(			.Width(				PWidth),
								.Initial(			Initial),
								.AsyncReset(		AsyncReset))
					Register(	.Clock(				Clock),
								.Reset(				Reset),
								.Set(				1'b0),
								.Enable(			Load | Enable),
								.In(				Load ? PIn : (Reverse ? {SIn, POut[PWidth-1:SWidth]} : {POut[PWidth-SWidth-1:0], SIn})),
								.Out(				POut));
	end endgenerate
endmodule
```
**flow/run.sh**
```bash
#!/bin/bash
# OpenROAD 26Q1-2900-gdf79404cd8, Yosys 0.63+post, stock flow scripts
make -C /OpenROAD-flow-scripts/flow DESIGN_CONFIG=/design/flow/config.mk WORK_HOME=/design/flow/orfs finish
```
==> Slide: Implementation Results <==
Flow Results at a Glance

Run status
  • Status: completed

Yosys
  • Aoi share: 0.158
  • XORs/XNORs by Area: 0
  • Adder share: 0
  • Synth top area share: 0.422
  • Yosys Chip Area: 1520 µm²
  • Post-synth regs: 32
  • Simple share: 0.132
  • Post-synth top area cell: dfxtp_1
  • Cell Type Count: 9
  • Yosys warnings: 1
  • Syn avg cell area: 10.6 µm²
  • # Cells Yosys: 143
  • Top cells, area: dfxtp_1 42%, mux2i_1 21%, a211oi_1 16%
  • Seq share, synth: 0.422
  • MUX area fraction: 0.211
  • Post-synthesis cell count: 143
  • Synth logic family: multiplexers
  • Mapped Area: 1520 µm²

Routing
  • DRT Wirelength: 4040 µm
  • Per-cell routed wire length: 13.1 µm
  • Via count: 1411
  • # diodes: 0
  • DR pass1 iterations: 4
  • Initial DRC Count: 60
  • Final ANT Viol Nets: 0
  • # DRC: 0
  • Via density: 4.58

Die
  • Std cell rows: 25
  • FP Core Util: 0.317
  • Ports: 70
  • Core Area: 4790 µm²
  • Chip area: 5350 µm²
  • Die width: 73.1 µm
  • Die H: 73.1 µm

STA
  • Slew HR: 0.843
  • Max Slew Vio Count: 0
  • Period utilization: 0.840
  • Setup tns final: 0 ns
  • Fmax: 916 MHz
  • Worst slew pin tran: 0.235 ns
  • Setup-failing EPs final: 0
  • Endpoints failing hold: 0
  • Clk_skew: 0.00383 ns
  • Worst Setup Slack, final: 0.208 ns
  • Final worst path period need: 1.09 ns
  • RSZ-0062 raised after global routing: false

GRT
  • First-pass GRT wire length: 6530 µm
  • Total track usage: 0.159
  • Initial antenna violation count: 0
  • Vias in the first global route: 1385
  • Largest net degree at the start of global routing: 33
  • Overflow after GRT: 0

Setup path
  • Worst R2R Path Depth: 3
  • Crit end category: output pin
  • CP max FO: 3
  • Critical Path RT: 1.04 ns
  • Worst Path Arrival: 0.83 ns
  • Crit Path Category: flop to output pin
  • Worst Path Buf+Inv: 1
  • Reg-to-Reg Start: SHIFT.Register.Out[3]$_SDFFE_PP0P_
  • CP startpoint: SHIFT.Register.Out[1]$_SDFFE_PP0P_
  • Total stage count of the critical path: 1
  • CP max stage delay: 0.33 ns
  • CP cell instances: dlygate4sd2_1
  • CP Launch Type: flop
  • Critical path's top delay family: flip-flops
  • Worst path slowest cell: dfxtp_2

Cells and area
  • Layout Cells excl Fill: 308
  • Layout cells sized above 1: 0.307
  • Largest register FFs: 32
  • Biggest regs: SHIFT.Register.Out x32
  • Top reg by flops: SHIFT.Register.Out
  • Area Growth Syn to Fin: 68.9%
  • Layout filler cell count: 420
  • Design area: 2560 µm²

Power and ir drop
  • Int Power: 1.86 mW
  • P_leak: 1.17 nW
  • Logic pwr share: 0.226
  • Clock network power share: 0.316
  • Sw Share: 0.230
  • Power density over cell area: 944 nW/µm²
  • Power consumption: 2.42 mW
  • VDD IR max: 0.000711 V
  • Switching power: 0.558 mW
  • Flop pwr share: 0.458

Clock network
  • Clk Tree Root Cell: clkbuf_8
  • CTS tree: done
  • Reg clk slew, reported paths: 0.06 ns
  • CTS Buf Count: 5
  • Clk buf depth: 2
  • Latency at later pin: 0.28 ns
  • Clock Sink Count: 32
  • H-tree depth: 2

Placement
  • Cell Area, Placed: 2250 µm²
  • HPWL Detailed: 2550 µm
  • Dpl cells: 270
  • Port-buffer cells: 69
  • Pre-CTS WS: -0.0400 ns
  • GP Congestion: 0.779

Flow run
  • OpenROAD warning count: 25
  • Maxcap violations: 0

Worst hold path
  • Hold depth: 4
  • Hold path startpoint: Enable
  • Hold crit path type: primary input to flop
==> path summary, 6_finish.rpt <==
kind	to	slack (ns)
min reg2reg	SHIFT.Register.Out[1]$_SDFFE_PP0P_	0.57
max	POut[1]	0.21
min	SHIFT.Register.Out[19]$_SDFFE_PP0P_	0.56
max reg2reg	SHIFT.Register.Out[4]$_SDFFE_PP0P_	0.46
==> tightest hold or removal path: stages <==
cell and delay [ns]:
buf_2 0.11, buf_12 0.18, mux2i_1 0.17, a211oi_1 0.08
==> power groups by stage <==
stage                 clock, mW  sequential (mW)  combinational, mW
after CTS                 0.786             1.11              0.548
final                     0.765             1.11              0.547
after global routing      0.833             1.12              0.593
==> cells in the mapped netlist (all sizes together) <==
| cell type | number |
|---|---|
| nor2b | 32 |
| clkbuf | 9 |
| dfxtp | 32 |
| buf | 5 |
| a211oi | 32 |
| mux2i | 32 |
| inv | 1 |
==> cell usage in the layout (no fill, tap or decap) <==
cell type         n
buf_2             1
buf_4            32
dlygate4sd2_1    33
nor2b_1          32
buf_12            3
mux2i_1          32
clkbuf_8          6
dfxtp_2          32
clkdlybuf4s50_1  35
inv_1             1
clkbuf_1          2
a211oi_1         32
==> final cells by class <==
class | count | area, µm² | area share
Tap cell | 67 | 83.8 | 0.0327
Sequential cell | 32 | 681 | 0.265
Timing Repair Buffer | 104 | 945 | 0.368
Inverter | 1 | 3.75 | 0.00146
Multi-Input combinational cell | 96 | 761 | 0.297
Clock buffer | 8 | 90.1 | 0.0351
==> routing by layer <==
layer  global-route usage  part of all wire
met2                0.244              0.44
met5                    0                 0
met4               0.0174            0.0097
met3               0.0350             0.061
met1                0.241              0.49
==> cell families (layout without fill, tap and decap cells) <==
group           after synthesis  after routing
compound gates               32             32
mux                          32             32
flops                        32             32
simple gates                 32             32
buf+inv                      15            113
==> through the flow <==
stage / utilization / hold slack, ns
final: 0.536 / 0.564
after global placement: 0.470 / 0.558
after CTS: 0.536 / 0.563
after floorplan: - / 0.333
after global routing: 0.536 / 0.571
after detailed placement: 0.470 / 0.562
==> timing repair <==
action / in CTS / in global routing
gates resized: 65 / 0
buffers inserted: 30 / 0
endpoints found under the setup margin: 33 / 0
hold buffers: 0 / 0
endpoints found under the hold margin: 0 / 0
Power and IR drop assume default switching activity.
